## ./run.sh

```bash
#!/bin/bash
# OpenROAD 26Q1-2900-gdf79404cd8, Yosys 0.63+post, stock flow scripts
make -C /OpenROAD-flow-scripts/flow DESIGN_CONFIG=/design/flow/config.mk WORK_HOME=/design/flow/orfs finish
```

## ./config.mk

```make
export PLATFORM = sky130hd
export DESIGN_NAME = ycbcr2rgb
export DESIGN_NICKNAME = ycbcr2rgb
export VERILOG_FILES = /design/flow/design.v
export SDC_FILE = /design/flow/constraint.sdc
export NUM_CORES = 4
export LEC_CHECK = 1
export CORE_UTILIZATION = 50
```

## ./constraint.sdc

```tcl
current_design ycbcr2rgb

set clk_period 5.8
set clk_io_pct 0.2

create_clock -name clk0 -period $clk_period [get_ports {clk}]

set non_clock_inputs [all_inputs -no_clocks]
set_input_delay [expr $clk_period * $clk_io_pct] -clock clk0 $non_clock_inputs
set_output_delay [expr $clk_period * $clk_io_pct] -clock clk0 [all_outputs]
```

## ./design.v

```verilog
module ycbcr2rgb( 
	input			clk,
	input			rst_b,
	input			vs_in,
	input			hs_in,
	input			de_in,
	input	[7:0]	y_in,
	input	[7:0]	cb_in,
	input	[7:0]	cr_in,
	output			vs_out,
	output			hs_out,
	output			de_out,
	output	[7:0]	r_out,
	output	[7:0]	g_out,
	output	[7:0]	b_out
);
reg		[9:0]	vs_in_d;
reg		[9:0]	hs_in_d;
reg		[9:0]	de_in_d;
always @(posedge clk or negedge rst_b) begin
	if(!rst_b)begin
		vs_in_d	<=	10'd0;
		hs_in_d	<=	10'd0;
		de_in_d	<=	10'd0;
	end else begin
		vs_in_d	<=	{vs_in_d[8:0], vs_in};
		hs_in_d	<=	{hs_in_d[8:0], hs_in};
		de_in_d	<=	{de_in_d[8:0], de_in};
	end
end
reg		[7:0]	y_minus;  
reg		[8:0]	cb_minus, cr_minus;  
always @(posedge clk or negedge rst_b) begin
	if(!rst_b)begin
		y_minus		<=	8'd0;
	end else if(de_in)begin
		y_minus	<=	y_in - 8'd16;
	end else begin
		y_minus		<=	8'd0;
	end
end
always @(posedge clk or negedge rst_b) begin
	if(!rst_b)begin
		cb_minus		<=	9'd0;
	end else if(de_in)begin
		if(cb_in >= 8'd128) begin
			cb_minus	<=	{1'b0, cb_in - 8'd128};
		end else begin
			cb_minus	<=	{1'b1, 8'd128 - cb_in};
		end
	end else begin
		cb_minus		<=	9'd0;
	end
end
always @(posedge clk or negedge rst_b) begin
	if(!rst_b)begin
		cr_minus		<=	9'd0;
	end else if(de_in)begin
		if(cr_in >= 8'd128) begin
			cr_minus	<=	{1'b0, cr_in - 8'd128};
		end else begin
			cr_minus	<=	{1'b1, 8'd128 - cr_in};
		end
	end else begin
		cr_minus		<=	9'd0;
	end
end
reg		[16:0]	y_mul;  
reg		[15:0]	cb_mul_g;
reg		[18:0]	cb_mul_b;
reg		[17:0]	cr_mul_r;
reg		[16:0]	cr_mul_g;  
always @(posedge clk or negedge rst_b) begin
	if(!rst_b)begin
		y_mul	<=	17'd0;
	end else if(de_in_d[0])begin
		y_mul	<=	9'd298 * y_minus;
	end else begin
		y_mul	<=	17'd0;
	end
end
wire	[14:0]	cb_mul_tmp_1 = 7'd100 * cb_minus[7:0];
always @(posedge clk or negedge rst_b) begin
	if(!rst_b)begin
		cb_mul_g	<=	16'd0;
	end else if(de_in_d[0])begin
		cb_mul_g	<=	{!cb_minus[8], cb_mul_tmp_1};
	end else begin
		cb_mul_g	<=	16'd0;
	end
end
wire	[17:0]	cb_mul_tmp_2 = 10'd516 * cb_minus[7:0];
always @(posedge clk or negedge rst_b) begin
	if(!rst_b)begin
		cb_mul_b	<=	19'd0;
	end else if(de_in_d[0])begin
		cb_mul_b	<=	{cb_minus[8], cb_mul_tmp_2};
	end else begin
		cb_mul_b	<=	19'd0;
	end
end
wire	[16:0]	cr_mul_tmp_1 = 9'd409 * cr_minus[7:0];
always @(posedge clk or negedge rst_b) begin
	if(!rst_b)begin
		cr_mul_r	<=	18'd0;
	end else if(de_in_d[0])begin
		cr_mul_r	<=	{cr_minus[8], cr_mul_tmp_1};
	end else begin
		cr_mul_r	<=	18'd0;
	end
end
wire	[15:0]	cr_mul_tmp_2 = 8'd208 * cr_minus[7:0];
always @(posedge clk or negedge rst_b) begin
	if(!rst_b)begin
		cr_mul_g	<=	17'd0;
	end else if(de_in_d[0])begin
		cr_mul_g	<=	{!cr_minus[8], cr_mul_tmp_2};
	end else begin
		cr_mul_g	<=	17'd0;
	end
end
reg		[16:0]	r_add_1;
reg		[18:0]	r_add_2;
always @(posedge clk or negedge rst_b) begin
	if(!rst_b)begin
		r_add_1	<=	17'd0;
	end else if(de_in_d[1])begin
		r_add_1	<=	y_mul;
	end else begin
		r_add_1	<=	17'd0;
	end
end
always @(posedge clk or negedge rst_b) begin
	if(!rst_b)begin
		r_add_2	<=	19'd0;
	end else if(de_in_d[1])begin
		if(cr_mul_r[17]) begin
			if(cr_mul_r[16:0] >= 17'd128) begin
				r_add_2	<=	{1'd1, {1'd0, cr_mul_r[16:0]} - 18'd128};
			end else begin
				r_add_2	<=	{1'd0, 18'd128 - {1'd0, cr_mul_r[16:0]}};
			end
		end else begin
			r_add_2	<=	{1'd0, {1'd0, cr_mul_r[16:0]} + 18'd128};
		end
	end else begin
		r_add_2	<=	19'd0;
	end
end
reg		[18:0]	g_add_1;
reg		[17:0]	g_add_2;
always @(posedge clk or negedge rst_b) begin
	if(!rst_b)begin
		g_add_1	<=	19'd0;
	end else if(de_in_d[1])begin
		if(cb_mul_g[15]) begin
			if({2'd0, cb_mul_g[14:0]} >= y_mul) begin
				g_add_1	<=	{1'd1, {3'd0, cb_mul_g[14:0]} - {1'd0, y_mul}};
			end else begin
				g_add_1	<=	{1'd0, {1'd0, y_mul} - {3'd0, cb_mul_g[14:0]}};
			end
		end else begin
			g_add_1	<=	{1'd0, {1'd0, y_mul} + {3'd0, cb_mul_g[14:0]}};
		end
	end else begin
		g_add_1	<=	19'd0;
	end
end
always @(posedge clk or negedge rst_b) begin
	if(!rst_b)begin
		g_add_2	<=	18'd0;
	end else if(de_in_d[1])begin
		if(cr_mul_g[16]) begin
			if(cr_mul_g[15:0] >= 16'd128) begin
				g_add_2	<=	{1'd1, {1'd0, cr_mul_g[15:0]} - 17'd128};
			end else begin
				g_add_2	<=	{1'd0, 17'd128 - {1'd0, cr_mul_g[15:0]}};
			end
		end else begin
			g_add_2	<=	{1'd0, 17'd128 + {1'd0, cr_mul_g[15:0]}};
		end
	end else begin
		g_add_2	<=	18'd0;
	end
end
reg		[19:0]	b_add_1;
reg		[7:0]	b_add_2;
always @(posedge clk or negedge rst_b) begin
	if(!rst_b)begin
		b_add_1	<=	20'd0;
	end else if(de_in_d[1])begin
		if(cb_mul_b[18]) begin
			if( cb_mul_b[17:0] >= {1'd0, y_mul}) begin
				b_add_1	<=	{1'd1, {1'd0, cb_mul_b[17:0]} - {2'd0, y_mul}};
			end else begin
				b_add_1	<=	{1'd0, {2'd0, y_mul} - {1'd0, cb_mul_b[17:0]}};
			end
		end else begin
			b_add_1	<=	{1'd0, {2'd0, y_mul} + {1'd0, cb_mul_b[17:0]}};
		end
	end else begin
		b_add_1	<=	20'd0;
	end
end
always @(posedge clk or negedge rst_b) begin
	if(!rst_b)begin
		b_add_2	<=	8'd0;
	end else if(de_in_d[1]) begin
		b_add_2	<=	8'd128;
	end else begin
		b_add_2	<=	8'd0;
	end
end
reg		[19:0]	r_add_3;
always @(posedge clk or negedge rst_b) begin
	if(!rst_b)begin
		r_add_3	<=	19'd0;
	end else if(de_in_d[2]) begin
		if(r_add_2[18]) begin
			if(r_add_2[17:0] >= {1'd0, r_add_1}) begin  
				r_add_3	<=	19'd0;
			end else begin
				r_add_3	<=	{1'd0, r_add_1} - r_add_2[17:0];
			end
		end else begin
			r_add_3	<=	{1'd0, r_add_1} + r_add_2[17:0];
		end
	end else begin
		r_add_3	<=	19'd0;
	end
end
reg		[18:0]	g_add_3;
always @(posedge clk or negedge rst_b) begin
	if(!rst_b)begin
		g_add_3	<=	19'd0;
	end else if(de_in_d[2]) begin
		if(g_add_1[18] ^ g_add_2[17]) begin  
			if({1'd0, g_add_1[17:0]} >= {2'd0, g_add_2[16:0]})begin
				if(g_add_1[18]) begin  
					g_add_3	<=	19'd0;
				end else begin
					g_add_3	<=	{1'd0, g_add_1[17:0]} - {2'd0, g_add_2[16:0]};
				end
			end else begin
				if(g_add_2[17])begin  
					g_add_3	<=	19'd0;
				end else begin
					g_add_3	<=	{2'd0, g_add_2[16:0]} - {1'd0, g_add_1[17:0]};
				end
			end 
		end else begin
			g_add_3	<=	{1'd0, g_add_1[17:0]} + {2'd0, g_add_2[16:0]};
		end
	end else begin
		g_add_3	<=	19'd0;
	end
end
reg		[19:0]	b_add_3;
always @(posedge clk or negedge rst_b) begin
	if(!rst_b)begin
		b_add_3	<=	20'd0;
	end else if(de_in_d[2]) begin
		if(b_add_1[19]) begin
			if(b_add_1[18:0] >= 19'd128) begin 
				b_add_3	<=	20'd0;
			end else begin
				b_add_3	<=	20'd128 - {1'd0, b_add_1[18:0]};
			end
		end else begin
			b_add_3	<=	{1'd0, b_add_1[18:0]} + 20'd128;
		end
	end else begin
		b_add_3	<=	20'd0;
	end
end
reg		[7:0]	r_data, g_data, b_data;
always @(posedge clk or negedge rst_b) begin
	if(!rst_b)begin
		r_data	<=	8'd0;
	end else if(de_in_d[3])begin
		if(|r_add_3[19:16])begin 
			r_data	<=	8'd255;
		end else begin
			r_data	<=	r_add_3[15-:8];
		end
	end else begin
		r_data	<=	8'd0;
	end
end
always @(posedge clk or negedge rst_b) begin
	if(!rst_b)begin
		g_data	<=	8'd0;
	end else if(de_in_d[3])begin
		if(|g_add_3[18:16])begin 
			g_data	<=	8'd255;
		end else begin
			g_data	<=	g_add_3[15-:8];
		end
	end else begin
		g_data	<=	8'd0;
	end
end
always @(posedge clk or negedge rst_b) begin
	if(!rst_b)begin
		b_data	<=	8'd0;
	end else if(de_in_d[3])begin
		if(|b_add_3[19:16])begin 
			b_data	<=	8'd255;
		end else begin
			b_data	<=	b_add_3[15-:8];
		end
	end else begin
		b_data	<=	8'd0;
	end
end
assign		vs_out 		=	vs_in_d[4];
assign		hs_out 		=	hs_in_d[4];
assign		de_out 		=	de_in_d[4];
assign		r_out		=	r_data;
assign		g_out		=	g_data;
assign		b_out		=	b_data;
endmodule
```

==> summary.rpt <==
RUN METRICS
----------------------------------------------------
[Run status]
  Status ........................ finished clean

[Clocking]
  Master cell of the clock root buffer ........................ sky130_fd_sc_hd__clkbuf_16
  Number of resized instances in the post-cts repair step ........................ 0
  Number of buffers created by CTS ........................ 31
  Clk sinks ........................ roughly 260
  Clk Latency, worst-skew pair ........................ around 580 ps
  CTS H-Tree Depth ........................ 1
  Hold-fix buffer count after cts ........................ 0
  Setup bufs post-CTS ........................ 0
  CTS tree ........................ yes
  Clock tree buffer depth ........................ 3
  Clock transition time at the flip-flop clock pins of the worst setup and hold paths ........................ ~60 ps

[Final timing]
  Final count of negative-setup-slack endpoints ........................ 0
  Unrepaired setup endpoints after global routing ........................ false
  Worst clock skew ........................ slightly above 20 ps
  Slew of the pin with the lowest slew margin ........................ just over 900 ps
  Min Tclk post-route ........................ 4100 ps
  Maximum achievable frequency ........................ 244 MHz
  Post-Route Setup TNS ........................ 0 ps
  Max-slew headroom ........................ 0.375
  Final Max Slew Viols ........................ 0
  Tcrit/Tclk final ........................ 0.707
  Hold violation count in the final report ........................ 0

[Power and ir drop]
  Largest voltage drop on the vdd net ........................ roughly 0.21 mV
  Switch share ........................ 0.394
  Cell internal power dissipation ........................ ~4400 uW
  Combinational group share of total power ........................ 0.426
  Clock power frac ........................ 0.260
  Lkg Pwr ........................ between 0.01 and 0.015 uW
  Psw ........................ 2860 uW
  Total power per unit cell area ........................ 336 nW/um2
  Sequential Power Share ........................ 0.314

[Floorplan]
  Fp_density ........................ 0.508
  Standard cell core area ........................ between 30,000 and 40,000 um2
  Die Span X ........................ 200 um
  Die Size ........................ approximately 40,000 um2
  # IOs ........................ approximately 56
  Height of the die ........................ ~200 um
  Site row count ........................ between 70 and 80

[Routing]
  Count of antenna-violating nets left after detailed routing ........................ 0
  First-pass iteration count of the detailed router ........................ 5
  Violation count after the first detailed-route iteration ........................ 788
  DRC violation count after routing ........................ 0
  Vias per inst ........................ between 5 and 6
  Total detailed-routing wirelength ........................ a little under 50 mm
  Drt wl/cell ........................ between 15 and 20 um
  Routed via count ........................ 15,100
  Ant. Diodes ........................ 0

[Cells and area]
  Syn-to-layout area delta ........................ 9.84%
  Fraction of layout instances using a drive strength above 1 ........................ 0.0491
  Final instance count without filler cells ........................ approximately 2,700
  Most frequent cells in the layout ........................ sky130_fd_sc_hd__ha_1, sky130_fd_sc_hd__dfrtp_1, sky130_fd_sc_hd__inv_1
  Area of all placed cells without fillers ........................ roughly 22,000 um2
  Most used logic cell in the final layout ........................ sky130_fd_sc_hd__ha_1

[Synthesis]
  Cell count in the Yosys report ........................ 2,165
  Gate count of the mapped netlist ........................ around 2,200
  Yosys warnings ........................ 1
  Flops & latches, synth ........................ roughly 260
  EDFF count, synth ........................ 0
  Async set-reset flop share out of synthesis ........................ 1.00
  Portion of the post-synthesis area used by sequential elements ........................ 0.325
  Post-synthesis cell area ........................ a little under 20,000 um2
  Post-synthesis area per instance ........................ roughly 9 um2
  Chip Area, Yosys ........................ about 20,000 um2
  Distinct cells, synth ........................ 92
  Main flop type after synthesis ........................ sky130_fd_sc_hd__dfrtp_1

[Global route]
  Met2 track utilization from global routing ........................ 0.378
  M3 GR Usage ........................ 0.0576
  Pin count of the biggest net entering global routing ........................ approximately 110
  Overall fraction of global-route tracks in use ........................ 0.260
  Routing usage on met1 ........................ 0.412
  Initial antenna violation count ........................ 0
  Routing layer with the top usage in global route ........................ met1
  Via count of the first global-routing pass ........................ roughly 15,000
  Wire length of the first global-routing pass ........................ 80.5 mm
  Total congestion overflow after global routing ........................ 0

[Setup path]
  Bufs and invs on worst path ........................ 0
  Delay-heaviest family, CP ........................ adder cells
  Crit-path most repeated cell ........................ sky130_fd_sc_hd__ha_1
  Crit end category ........................ flip-flop
  Worst Path Arrival ........................ 4530 ps
  Slowest-stage cell, CP ........................ sky130_fd_sc_hd__fa_1
  Required arrival time at the worst endpoint ........................ just over 6000 ps
  Worst-path cell chain ........................ ha_1 -> ha_1 -> ha_1 -> fa_1 -> ha_1 -> nor2b_1 -> o21ai_0 -> a21boi_0 -> o21ai_0 -> nand2b_1 -> a21o_1 -> a21o_1 -> a31oi_1 -> mux2i_1
  Maximum net fanout on the critical path ........................ 3
  Kind of launch point of the worst setup path ........................ flip-flop
  Stage delay of the slowest cell on the critical path ........................ around 480 ps
  Critical path type ........................ reg2reg

[Flow run]
  Number of max-cap violations ........................ 0
  OpenROAD warnings ........................ ~130

[Placed design]
  DPL Wire Length ........................ about 38 mm
  Final Wtd Congestion ........................ just under 1
  Count of placed standard cells including taps ........................ around 2,700
  Count of input and output buffers ........................ 55
  Cell area reported after detailed placement ........................ ~21,000 um2

[Worst hold path]
  Class of the tightest hold or removal check ........................ reg2reg

----------------------------------------------------
-- stage by stage --
step	utilization	setup WS [ps]	power, uW	hold slack (ps)
after floorplan	-	2190	4500	331
after global placement	0.532	1690	5370	332
after detailed placement	0.532	1710	5360	335
after CTS	0.558	1670	7300	350
after global routing	0.558	1470	7800	362
final	0.558	1700	7270	347
-- Yosys cell counts, types with 17 or more instances --
library cell	count	area (um2)
sky130_fd_sc_hd__nand2b_1	23	144
sky130_fd_sc_hd__a21o_1	39	293
sky130_fd_sc_hd__xnor2_1	56	490
sky130_fd_sc_hd__and3_1	23	144
sky130_fd_sc_hd__nand3_1	41	205
sky130_fd_sc_hd__nor2b_1	38	238
sky130_fd_sc_hd__a211oi_1	18	135
sky130_fd_sc_hd__o21bai_1	25	188
sky130_fd_sc_hd__nor3_1	52	260
sky130_fd_sc_hd__and2_1	88	551
sky130_fd_sc_hd__a31oi_1	17	106
sky130_fd_sc_hd__clkbuf_1	63	236
sky130_fd_sc_hd__o21ai_0	81	405
sky130_fd_sc_hd__ha_1	282	3530
sky130_fd_sc_hd__a21oi_1	154	771
sky130_fd_sc_hd__mux2i_1	18	180
sky130_fd_sc_hd__o211ai_1	19	143
sky130_fd_sc_hd__o21a_1	42	315
sky130_fd_sc_hd__inv_1	229	860
sky130_fd_sc_hd__xor2_1	41	359
sky130_fd_sc_hd__dfrtp_1	256	6410
sky130_fd_sc_hd__or3_1	21	131
sky130_fd_sc_hd__nand2_1	98	368
sky130_fd_sc_hd__nor2_1	166	623
sky130_fd_sc_hd__fa_1	30	601
-- power by group through the flow --
stage / Clock [uW] / Combinational, uW / Sequential (uW)
6_report: 1890 / 3100 / 2280
5_1_grt: 2020 / 3450 / 2320
4_1_cts: 1940 / 3070 / 2280
-- worst paths after layout --
path	from	endpoint	slack, ps	cells after the start
max in group asynchronous	rst_b	g_add_2[10]	3960	2
hold reg to reg	hs_in_d[0]	hs_in_d[1]	350	0
min in group asynchronous	rst_b	b_data[3]	560	1
setup reg to reg	y_minus[2]	y_mul[15]	1700	14
setup / recovery	y_minus[2]	y_mul[15]	1700	14
hold / removal	hs_in_d[0]	hs_in_d[1]	350	0
-- registers in the layout, indices dropped and copies added, names as in the netlist, 12 cells and up --
| name | count |
|---|---|
| b_add_1 | 19 |
| b_add_3 | 12 |
| cb_mul_b | 17 |
| cr_mul_r | 18 |
| g_add_1 | 17 |
| g_add_2 | 13 |
| r_add_1 | 15 |
| r_add_2 | 19 |
| r_add_3 | 12 |
| y_mul | 16 |
-- worst reg2reg max path, delay by kind of cell, from the launching register on --
| kind | cells | cell delay, ps |
|---|---|---|
| AND-OR/OR-AND | 6 | 1070 |
| adder cells (fa/ha/maj) | 5 | 1760 |
| flip-flops | 1 | 410 |
| multiplexers | 1 | 450 |
| AND/OR/NAND/NOR | 2 | 250 |
-- cell type report --
class	instances	area, um2
multi-input cells	1592	12100
well taps	518	648
clock buffers	43	881
inverters	230	863
flip-flops and latches	256	6410
repair buffers	65	643
clock inverters	15	134
fillers	3511	17100
-- layer usage --
layer  wire [um]  share of wire
met5           0              0
met1       23200           0.47
met3        3490          0.071
met4        1150          0.024
met2       21000           0.43
-- logic make-up (layout without fill, tap and decap cells) --
logic type	count (synthesis)	count (layout)	synth area share
adders and majority gates	312	312	0.210
muxes	25	25	0.0133
AOI/OAI and AO/OA	527	527	0.179
xor gates and xnor gates	97	97	0.0431
buffers and inverters	317	353	0.0625
DFF	256	256	0.325
and+or+nand+nor	630	630	0.167
other	1	1	0.000190
Power figures rest on the tool's default switching activity, not on a simulated workload.
