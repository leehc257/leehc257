$ cat /design/flow/run.sh
#!/bin/bash
# OpenROAD 26Q1-2900-gdf79404cd8, Yosys 0.63+post, stock flow scripts
make -C /OpenROAD-flow-scripts/flow DESIGN_CONFIG=/design/flow/config.mk WORK_HOME=/design/flow/orfs finish
$ cat /design/flow/config.mk
export PLATFORM = sky130hd
export DESIGN_NAME = block_b
export DESIGN_NICKNAME = block_b
export VERILOG_FILES = /design/flow/design.v
export SDC_FILE = /design/flow/constraint.sdc
export NUM_CORES = 4
export LEC_CHECK = 1
export CORE_UTILIZATION = 30
$ cat /design/flow/constraint.sdc
current_design block_b

set clk_period 12.8
set clk_io_pct 0.2

create_clock -name clk0 -period $clk_period [get_ports {clk}]

set non_clock_inputs [all_inputs -no_clocks]
set_input_delay [expr $clk_period * $clk_io_pct] -clock clk0 $non_clock_inputs
set_output_delay [expr $clk_period * $clk_io_pct] -clock clk0 [all_outputs]
$ cat /design/flow/design.v
module block_b(  
	input			clk,
	input			rst_b,
	input	[35:0]	data_in_01, 
	input	[35:0]	data_in_02,
	output	[35:0]	data_out
);
wire	signed 	[35:0]	data_in_01_tmp = data_in_01[35]? $signed({data_in_01[35], ~data_in_01[34:0]+35'd1}): data_in_01;
wire	signed 	[35:0]	data_in_02_tmp = data_in_02[35]? $signed({data_in_02[35], ~data_in_02[34:0]+35'd1}): data_in_02;
reg	signed	[36:0] 	data_sum_tmp;	
always @(posedge clk or negedge rst_b)begin
	if(!rst_b)begin
		data_sum_tmp	<=	37'd0;
	end else begin
		data_sum_tmp	<=	data_in_01_tmp + data_in_02_tmp;
	end
end
assign	data_out = (data_sum_tmp[36-:2] == 2'd0) ? {1'b0, 35'h7_ffff_ffff}:
				   (data_sum_tmp[36-:2] == 2'd1) ? {1'b1, ~data_sum_tmp[34:0]+35'd1} :
				   (data_sum_tmp[36-:2] == 2'd2) ? data_sum_tmp[35:0]: 36'h7_ffff_ffff;
endmodule
==> reports/results.ini <==
[power]
power_density_nw_per_um2=121
vdd_drop_max_v=0.0000419
p_leak_nw=2.52

[global_routing]
grt_pass1_wl_mm=22.5
overflow=0
grt_pass1_vias=4568
grt_use_total=0.153
antenna_found_initial=0
grt_start_max_net_pins=38

[worst_hold_path]
hold_path_class=in2async

[floorplan]
ios=110
die_area_um2=17900
chipWidth_um=134
core_um2=16800
die_y_um=134
fp_util=0.311
row_count=47

[clock_network]
cts_hold_buf=0
cts_tree=done
clkSinkCount=37
cts_resized=0
cts_buffer_depth=2
cts-buffers-inserted=5
htreeDepth=2
clk_pin_slew_ps=50
post_cts_buffers=0
cts-root-buf=clkbuf_16

[route]
drt-initial-drc-count=391
drc_errors=0
ant_nets=0
wl_mm=13.5
dr.pass1.iters=6
antenna_cells=0
num_vias=5038
wire_per_inst_um=13.5
vias_per_cell=5.06

[final_layout]
fillCellCount=1706
regMostFlops=data_sum_tmp
seqCellArea_um2=926
combGateArea_um2=4150
syn_to_final_growth_pct=27.9
drive_gt1_frac=0.0348
layout_top_cell=clkdlybuf4s50_1
mostFrequentLayoutCells=clkdlybuf4s50_1 (109), xnor2_1 (93), nor2_1 (67)
largest_registers=data_sum_tmp: 37 flops
post-route-util=0.399
final_area_um2=6680
fin_cells=996
largest_reg_flops=37

[place]
place_area_um2=6540
gp_congestion=0.854
port_buffers=109
dp.cells=989
detailed_place_hpwl_mm=11.4

[setup_path]
cp.required_ps=12990
cp_num_buf_inv=1
cp-endpoint=data_sum_tmp[36]$_DFF_PN0_
end_kind=register
critPathMaxStageDelay_ps=560
cpMaxStageDelayCell=or4_4
crit_path_start=data_in_01[8]
crit_type=in2reg
crit_chain=clkdlybuf4s50_1 -> or4_4 -> or4_1 -> or2_1 -> nand2b_1 -> or4_4 -> nand2b_4 -> nand2_1 -> xnor2_1 -> ha_1 -> nor2b_1 -> o21ai_0 -> nand2b_1 -> a221o_1 -> a2111o_1 -> a2bb2oi_1
cp.depth=16
worstSetupStartpointType=primary input
crit_arrival_ps=7120
path_max_fanout=7
cp_top_family=simple AND/OR/NAND/NOR gates

[synthesis]
syn-instance-count=678
synth_cell_types=59
edf_count=0
postSynthAreaPerCell_um2=7.70
ys_cells=678
yosysWarnings=1
ys.flops=37
synth_area_um2=5220
postSynthSeqShare=0.177
async_flop_share=1.00
yosysChipArea_um2=5220
synth-main-ff-cell=dfrtp_1

[run]
drv_cap=0
warnings=25

[sta]
hold_violations=0
slew_viol_final=0
rsz0062_at_grt=false
period_minus_slack_ps=6930
fin_hold_ws_ps=2700
setup_violations=0
fmax_ghz=0.144
worstMarginPinSlew_ps=857
slew_headroom=0.423
fin_setup_tns_ps=0
min_period_over_period=0.541

[run_status]
run_status=completed

==> worst min path at each step <==
stage,from,endpoint,cells past startpoint
after CTS,rst_b,data_sum_tmp[36]$_DFF_PN0_,2
after global routing,rst_b,data_sum_tmp[35]$_DFF_PN0_,2
final,rst_b,data_sum_tmp[36]$_DFF_PN0_,2
==> report_power, final <==
group	total, mW	switching, mW	internal, mW
sequential	0.224	0.0565	0.167
combinational	0.471	0.219	0.252
clock	0.114	0.0375	0.0760
==> layer usage <==
| metal | GRT usage | part of all wire | vias up |
|---|---|---|---|
| met1 | 0.251 | 0.53 | 2222 |
| met3 | 0.00733 | 0.042 | 13 |
| met2 | 0.227 | 0.41 | 145 |
| met5 | 0 | 0 | - |
| met4 | 0.0170 | 0.014 | 0 |
| li1 | - | - | 2658 |
==> area by class of cell <==
cell class,count,share of cell area
multi-input cells,602,0.621
repair buffers,114,0.169
flip-flops and latches,37,0.139
well taps,220,0.0412
clock buffers,7,0.0214
inverters,16,0.00899
==> cell families after synthesis <==
kind of cell / synth area share
xor gates and xnor gates: 0.215
AOI/OAI and AO/OA: 0.248
DFF: 0.177
adders and majority gates: 0.0973
buffers and inverters: 0.0283
and+or+nand+nor: 0.234
==> cells in the mapped netlist, types with 3 or more instances <==
cell | n | share of area
o22a_1 | 5 | 0.0084
and3_1 | 3 | 0.0036
or4_1 | 11 | 0.016
xnor2_1 | 93 | 0.16
and4_1 | 3 | 0.0050
o21a_1 | 5 | 0.0072
nand3b_1 | 3 | 0.0043
inv_1 | 15 | 0.011
clkbuf_1 | 22 | 0.016
nand2b_4 | 3 | 0.0079
a21o_1 | 12 | 0.017
a21oi_1 | 65 | 0.062
a211oi_1 | 5 | 0.0072
o41ai_1 | 15 | 0.025
nand3_1 | 10 | 0.0096
dfrtp_1 | 37 | 0.18
or2_1 | 4 | 0.0048
xor2_1 | 35 | 0.059
o21ai_0 | 38 | 0.036
or3_1 | 10 | 0.012
nor3_1 | 12 | 0.012
o211ai_1 | 4 | 0.0058
nand2b_1 | 15 | 0.018
ha_1 | 39 | 0.093
or4_4 | 3 | 0.0065
and2_1 | 3 | 0.0036
o21ai_1 | 3 | 0.0029
nor4_1 | 13 | 0.016
nand2_1 | 63 | 0.045
nor2_1 | 67 | 0.048
nor2b_1 | 6 | 0.0072
nand4_1 | 6 | 0.0072
o31ai_1 | 20 | 0.029
==> through the flow <==
step | power (mW) | worst slack (ps)
6_report | 0.809 | 5870
5_1_grt | 0.889 | 5560
4_1_cts | 0.818 | 5880
3_5_place_dp | 0.699 | 5630
3_3_place_gp | 0.698 | 5610
2_1_floorplan | 0.493 | 6430
Power figures rest on the tool's default switching activity, not on a simulated workload.
