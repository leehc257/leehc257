==> flow/design.v <==
module rgb2ycbcr( 
	input			clk,
	input			rst_b,
	input			vs_in,
	input			hs_in,
	input			de_in,
	input	[7:0]	r_in,
	input	[7:0]	g_in,
	input	[7:0]	b_in,
	output			vs_out,
	output			hs_out,
	output			de_out,
	output	[7:0]	y_out,
	output	[7:0]	cb_out,
	output	[7:0]	cr_out
);
reg		[9:0]	vs_in_d;
reg		[9:0]	hs_in_d;
reg		[9:0]	de_in_d;
always @(posedge clk or negedge rst_b) begin
	if(!rst_b)begin
		vs_in_d	<=	10'd0;
		hs_in_d	<=	10'd0;
		de_in_d	<=	10'd0;
	end else begin
		vs_in_d	<=	{vs_in_d[8:0], vs_in};
		hs_in_d	<=	{hs_in_d[8:0], hs_in};
		de_in_d	<=	{de_in_d[8:0], de_in};
	end
end
reg		[15:0]	y_r, y_g, y_b;
reg		[15:0]	cb_r, cb_g, cb_b;
reg		[15:0]	cr_r, cr_g, cr_b;
always @(posedge clk or negedge rst_b) begin
	if(!rst_b)begin
		y_r		<=	16'd0;
		cb_r	<=	16'd0;
		cr_r	<=	16'd0;
		y_g		<=	16'd0;
		cb_g	<=	16'd0;
		cr_g	<=	16'd0;
		y_b		<=	16'd0;
		cb_b	<=	16'd0;
		cr_b	<=	16'd0;
	end else if(de_in) begin
		y_r		<=	8'd66 * r_in;
		cb_r	<=	8'd38 * r_in;
		cr_r	<=	8'd112 * r_in;
		y_g		<=	8'd129 * g_in;
		cb_g	<=	8'd74 * g_in;
		cr_g	<=	8'd94 * g_in;
		y_b		<=	8'd25 * b_in;
		cb_b	<=	8'd112 * b_in;
		cr_b	<=	8'd18 * b_in;
	end else begin
		y_r		<=	16'd0;
		cb_r	<=	16'd0;
		cr_r	<=	16'd0;
		y_g		<=	16'd0;
		cb_g	<=	16'd0;
		cr_g	<=	16'd0;
		y_b		<=	16'd0;
		cb_b	<=	16'd0;
		cr_b	<=	16'd0;
	end
end
reg		[16:0]	y_r_g, cb_r_g, cr_g_b; 
always @(posedge clk or negedge rst_b) begin
	if(!rst_b)begin
		y_r_g	<=	17'd0;
		cb_r_g	<=	17'd0;
		cr_g_b	<=	17'd0;
	end else if(de_in_d[0]) begin
		y_r_g 	<=	y_r + y_g;
		cb_r_g	<=	cb_r + cb_g;
		cr_g_b	<=	cr_g + cr_b;
	end else begin
		y_r_g	<=	17'd0;
		cb_r_g	<=	17'd0;
		cr_g_b	<=	17'd0;
	end
end
reg		[16:0]	y_b_128, cb_b_128, cr_r_128; 
always @(posedge clk or negedge rst_b) begin
	if(!rst_b)begin
		y_b_128 	<=	17'd0;
		cb_b_128	<=	17'd0; 
		cr_r_128	<=	17'd0;
	end else if(de_in_d[0])begin
		y_b_128 	<=	y_b + 16'd128;
		cb_b_128	<=	cb_b + 16'd128; 
		cr_r_128	<=	cr_r + 16'd128;
	end else begin
		y_b_128 	<=	17'd0;
		cb_b_128	<=	17'd0; 
		cr_r_128	<=	17'd0;
	end
end
reg		[18:0] y_sum;  
reg		[17:0] cb_sum, cr_sum;  
always @(posedge clk or negedge rst_b) begin
	if(!rst_b)begin
		y_sum	<=	19'd0;
	end else if(de_in_d[1])begin
		y_sum	<=	y_r_g + y_b_128;
	end else begin
		y_sum	<=	19'd0;
	end
end
always @(posedge clk or negedge rst_b) begin
	if(!rst_b)begin
		cb_sum	<=	18'd0;
	end else if(de_in_d[1])begin
		if(cb_r_g <= cb_b_128) begin 
			cb_sum	<=	{1'd0, cb_b_128 - cb_r_g};
		end else begin
			cb_sum	<=	{1'd1, cb_r_g - cb_b_128 };
		end
	end else begin
		cb_sum	<=	18'd0;
	end
end
always @(posedge clk or negedge rst_b) begin
	if(!rst_b)begin
		cr_sum	<=	18'd0;
	end else if(de_in_d[1])begin
		if(cr_r_128 >= cr_g_b) begin
			cr_sum	<=	{1'd0, cr_r_128 - cr_g_b};
		end else begin
			cr_sum	<=	{1'd1, cr_g_b - cr_r_128};
		end
	end else begin
		cr_sum	<=	18'd0;
	end
end
reg		[10:0]	y_shift_sum; 
reg		[9:0]	cb_shift_sum, cr_shift_sum; 
always @(posedge clk or negedge rst_b) begin
	if(!rst_b)begin
		y_shift_sum	<=	11'd0;
	end else if(de_in_d[2]) begin
		y_shift_sum	<=	{1'd0, y_sum[17-:10]} + 11'd16 ;
	end else begin
		y_shift_sum	<=	11'd0;
	end
end
always @(posedge clk or negedge rst_b) begin
	if(!rst_b)begin
		cb_shift_sum	<=	10'd0;
	end else if(de_in_d[2]) begin
		if(cb_sum[17]) begin 
			cb_shift_sum	<=	10'd128 - {1'd0, cb_sum[16-:9]}  ;
		end else begin
			cb_shift_sum	<=	{1'd0, cb_sum[16-:9]} + 10'd128;
		end
	end else begin
		cb_shift_sum	<=	10'd0;
	end
end
always @(posedge clk or negedge rst_b) begin
	if(!rst_b)begin
		cr_shift_sum	<=	10'd0;
	end else if(de_in_d[2]) begin
		if(cr_sum[17]) begin 
			cr_shift_sum	<=	10'd128 - {1'd0, cr_sum[16-:9]} ; 
		end else begin
			cr_shift_sum	<=	{1'd0, cr_sum[16-:9]} + 10'd128;
		end
	end else begin
		cr_shift_sum	<=	10'd0;
	end
end
reg	[7:0]	y_tmp, cb_tmp, cr_tmp;
always @(posedge clk or negedge rst_b) begin
	if(!rst_b)begin
		y_tmp	<=	8'd0;
	end else if(de_in_d[3]) begin
		if(|y_shift_sum[10:8])begin
			y_tmp	<=	8'd255;
		end else begin
			y_tmp	<=	y_shift_sum[7:0];
		end
	end else begin
		y_tmp	<=	8'd0;
	end
end
always @(posedge clk or negedge rst_b) begin
	if(!rst_b)begin
		cb_tmp	<=	8'd0;
	end else if(de_in_d[3]) begin
		if(|cb_shift_sum[9:8])begin
			cb_tmp	<=	8'd255;
		end else begin
			cb_tmp	<=	cb_shift_sum[7:0];
		end
	end else begin
		cb_tmp	<=	8'd0;
	end
end
always @(posedge clk or negedge rst_b) begin
	if(!rst_b)begin
		 cr_tmp	<=	8'd0;
	end else if(de_in_d[3]) begin
		if(|cr_shift_sum[9:8])begin
			cr_tmp	<=	8'd255;
		end else begin
			cr_tmp	<=	cr_shift_sum[7:0];
		end
	end else begin
		cr_tmp	<=	8'd0;
	end
end
assign		y_out	=	y_tmp;	
assign		cb_out	=	cb_tmp;
assign		cr_out	=	cr_tmp;
assign		vs_out	=	vs_in_d[4];
assign		hs_out	=	hs_in_d[4];
assign		de_out	=	de_in_d[4];
endmodule
==> flow/run.sh <==
#!/bin/bash
# OpenROAD 26Q1-2900-gdf79404cd8, Yosys 0.63+post, stock flow scripts
make -C /OpenROAD-flow-scripts/flow DESIGN_CONFIG=/design/flow/config.mk WORK_HOME=/design/flow/orfs finish
==> flow/config.mk <==
export PLATFORM = sky130hd
export DESIGN_NAME = rgb2ycbcr
export DESIGN_NICKNAME = rgb2ycbcr
export VERILOG_FILES = /design/flow/design.v
export SDC_FILE = /design/flow/constraint.sdc
export NUM_CORES = 4
export LEC_CHECK = 1
export CORE_UTILIZATION = 50
==> flow/constraint.sdc <==
current_design rgb2ycbcr

set clk_period 8.6
set clk_io_pct 0.2

create_clock -name clk0 -period $clk_period [get_ports {clk}]

set non_clock_inputs [all_inputs -no_clocks]
set_input_delay [expr $clk_period * $clk_io_pct] -clock clk0 $non_clock_inputs
set_output_delay [expr $clk_period * $clk_io_pct] -clock clk0 [all_outputs]
==> ci_impl_report.md <==
## PnR job results

| Metric | Value |
|---|---|
| Outcome | complete, no violations |
| Ranking of synthesized cells by area | dfrtp_1 41%, ha_1 18%, fa_1 5.5% |
| Delay-heaviest family, CP | adder cells |
| # rows | 68 |
| Skew final | 0.0189 ns |
| DR WL/cell | 15.8 um |
| Synth-to-Final Area Change | 12.1% |
| Critical path arrival | 5.74 ns |
| # diodes | 0 |
| Crit path cell chain | clkdlybuf4s50_1, inv_1, fa_1, inv_1, ha_1, fa_1, inv_1, fa_1, nor2b_1, o21ai_0, a21boi_0, o21ai_0, a21oi_1, o211ai_1, a21boi_0, nor3b_1 |
| Core Area | 34700 sq um |
| Fin cells | 2204 |
| Fin util | 57.1% |
| Layout cells sized above 1 | 5.15% |
| Initial antenna violation count | 1 |
| RSZ-0062 raised after global routing | no |
| OpenROAD warning count | 63 |
| Post-synth EDFFs | 0 |
| Clock power frac | 27.7% |
| WP buf/inv | 4 |
| Post-synthesis mux area share | 1.23% |
| Yosys stat chip area | 17700 sq um |
| Adder Area Share | 23.1% |
| P per Cell Area | 255 nW/um^2 |
| CTS root buf | clkbuf_16 |
| Ys Warns | 1 |
| CTS tree | yes |
| Fin Hold WS | 0.346 ns |
| Slowest-stage cell, CP | clkdlybuf4s50_1 |
| Num CTS Buffers | 34 |
| Post-synthesis cell count | 1661 |
| Seq share, synth | 41.2% |
| Post-route DRC violation count | 0 |
| Ys flops | 291 |
| Max-cap violation count | 0 |
| # IOs | 56 |
| Hold/Removal Path Class | register to register |
| Clock H-tree levels | 2 |
| Complex Gates by Area | 10.3% |
| Fmax | 186 MHz |
| Dpl cells | 2142 |
| Cell taking the most area after synthesis | dfrtp_1 |
| Post-CTS Setup Repair Bufs | 0 |
| PortBufs | 55 |
| Peak VDD IR | 0.169 mV |
| Worst-Skew Late Latency | 0.51 ns |
| Setup violations, final | 0 |
| Slew margin rel. | 47.7% |
| Top-area cell share | 41.2% |
| Total Wirelength | 34700 um |
| Mean post-synth cell area | 10.6 sq um |
| Via density | 5.09 |
| Sw frac | 33.6% |
| Post-synth top cells | 291 x dfrtp_1, 248 x ha_1, 166 x inv_1, 130 x and2_1, 106 x nor2_1 |
| Final period util | 62.5% |
| Leakage | 10.0 nW |
| FP Util | 51.0% |
| Fin crit period | 5.38 ns |
| Post-Route Setup TNS | 0 ns |
| Clock Path Buffers | 3 |
| Logic family by area | adder cells |
| Die H | 190 um |
| Final ANT Viol Nets | 0 |
| Worst Path Max Fanout | 7 |
| Netlist cell types | 74 |
| Largest net degree at the start of global routing | 91 |
| Yosys stat cell total | 1661 |
| Total Power | 0.00506 W |
| Int Pwr | 0.00336 W |
| Final hold viol count | 0 |
| Die W | 190 um |
| Via count | 11200 |
| Pre-Repair DR Iteration Count | 4 |
| Vias in the first global route | 11300 |
| Post-CTS Hold Buffers | 0 |
| CTS sink cnt | 291 |
| Yosys simple share | 13.7% |
| P_sw | 0.00170 W |
| Initial drt markers | 447 |
| CP Launch Type | input pin |
| Synth Cell Area | 17700 sq um |
| Logic pwr share | 37.2% |
| Final Max Slew Viols | 0 |
| First-pass GRT wire length | 58300 um |
| Crit. End Element | register |
| Sequential Power Share | 35.1% |
| Clock transition at path regs | 0.06 ns |
| Async S/R FF share, synth | 100% |
| Most used DFF post-synth | dfrtp_1 |
| Die area | 36100 sq um |
| Post-CTS sizing | 0 |
| GPL Wtd Cong | 0.876 |
| Worst path max stage delay | 0.66 ns |
| Total grt overflow | 0 |
| Yosys xor share | 6.14% |
| Worst slew pin tran | 0.775 ns |
| Cell with the most instances after synthesis | dfrtp_1 |
| WP data required | 8.97 ns |
| Final HPWL DP | 27200 um |
| CP Class | input pin to register |
| Tot GR Track Use | 21.6% |
flip-flops by register name, summed over array words and instances, names as in the netlist, 9 cells and up:
signal        count
cb_g             12
cr_sum           10
cr_shift_sum     10
cr_g             13
y_g              16
y_shift_sum      11
cr_g_b           15
y_r_g            17
cr_r_128         12
cb_shift_sum     10
cb_b_128         11
y_b              13
cb_sum           10
y_r              14
cb_r             12
y_b_128          14
y_sum            10
cr_r              9
cb_r_g           15
cb_b             10
cell usage in the layout (no fill, tap or decap), drive strengths merged, types with 4 or more instances in the layout:
cell type and instances:
or3 7, o21bai 23, xnor2 90, nand4 4, ha 248, mux2 5, a21boi 5, fa 49
and2 131, nor3 39, a211oi 5, o21a 32, or2 9, o31ai 7, nor2 106, and3 16
clkdlybuf4s50 54, buf 8, nor3b 5, nand2 51, a31oi 9, a21o 37, xor2 34, dfrtp 291
nand3 26, a21oi 95, inv 169, mux2i 15, nand2b 18, clkinv 11, clkbuf 45, nor2b 32
o21ai 28
power by group through the flow:
stage	sequential [W]	combinational (W)	clock, W
CTS	0.00179	0.00190	0.00144
global route	0.00181	0.00214	0.00150
finish	0.00178	0.00188	0.00140
logic make-up (layout without fill, tap and decap cells):
kind of cell	count (synthesis)	count (layout)
xor+xnor	124	124
buf+inv	203	291
simple gates	455	455
mux	20	20
fa+ha+maj	297	297
flops	291	291
compound gates	271	271
path summary, 6_finish.rpt:
kind | startpoint | cells past startpoint | slack, ns | endpoint
min | hs_in_d[1] | 0 | 0.35 | hs_in_d[2]
min in group asynchronous | rst_b | 1 | 1.15 | y_tmp[0]
max | g_in[4] | 16 | 3.22 | cr_g[14]
min reg2reg | hs_in_d[1] | 0 | 0.35 | hs_in_d[2]
max in group asynchronous | rst_b | 3 | 5.61 | de_in_d[0]
max reg2reg | y_r[1] | 10 | 5.59 | y_r_g[15]
final cells by class:
| class | count | area [sq um] |
|---|---|---|
| Inverter | 167 | 627 |
| Timing Repair Buffer | 62 | 608 |
| Clock inverter | 17 | 189 |
| Fill cell | 2981 | 14900 |
| Multi-Input combinational cell | 1167 | 9630 |
| Sequential cell | 291 | 7280 |
| Tap cell | 455 | 569 |
| Clock buffer | 45 | 912 |
through the flow:
stage | area, sq um | worst slack (ns)
after CTS | 19800 | 3.23
after global routing | 19800 | 2.96
after floorplan | 17700 | 3.73
after detailed placement | 18700 | 2.72
final | 19800 | 3.22
after global placement | 18700 | 2.77
metal layers:
layer,track usage [%],share of wire (%),vias up,wire (um)
li1,-,-,5680,-
met1,32.9,47,5343,16200
met2,34.4,48,147,16600
met3,3.33,3.4,51,1180
met4,4.09,2.3,0,784
met5,0,0,-,0
Power figures rest on the tool's default switching activity, not on a simulated workload.
